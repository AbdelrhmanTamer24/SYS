### ./run.sh
#!/bin/bash
# OpenROAD 26Q1-2900-gdf79404cd8, Yosys 0.63+post, stock flow scripts
make -C /OpenROAD-flow-scripts/flow DESIGN_CONFIG=/design/flow/config.mk WORK_HOME=/design/flow/orfs finish
### ./config.mk
export PLATFORM = sky130hd
export DESIGN_NAME = ALU_TOP
export DESIGN_NICKNAME = ALU_TOP
export VERILOG_FILES = /design/flow/design.v
export SDC_FILE = /design/flow/constraint.sdc
export NUM_CORES = 4
export LEC_CHECK = 1
export CORE_UTILIZATION = 40
### ./constraint.sdc
current_design ALU_TOP

set clk_period 1.0
set clk_io_pct 0.2

create_clock -name clk0 -period $clk_period [get_ports {CLK}]

set non_clock_inputs [all_inputs -no_clocks]
set_input_delay [expr $clk_period * $clk_io_pct] -clock clk0 $non_clock_inputs
set_output_delay [expr $clk_period * $clk_io_pct] -clock clk0 [all_outputs]
### ./design.v
module ALU_TOP 
#( parameter OP_DATA_WIDTH = 16 ,
             Arith_OUT_WIDTH = OP_DATA_WIDTH + OP_DATA_WIDTH ,            
             Logic_OUT_WIDTH = OP_DATA_WIDTH ,
             Shift_OUT_WIDTH = OP_DATA_WIDTH ,
             CMP_OUT_WIDTH = 3 
)
(
input  wire [OP_DATA_WIDTH-1:0]    A   ,
input  wire [OP_DATA_WIDTH-1:0]    B   ,
input  wire [3:0]                  ALU_FUNC ,
input  wire                        CLK ,
input  wire                        RST ,
output wire [Arith_OUT_WIDTH-1:0]  Arith_OUT,
output wire                        Carry_OUT,
output wire                        Arith_Flag,
output wire [Logic_OUT_WIDTH-1:0]  Logic_OUT,
output wire                        Logic_Flag,
output wire [Shift_OUT_WIDTH-1:0]  Shift_OUT,
output wire                        Shift_Flag,
output wire [CMP_OUT_WIDTH-1:0]    CMP_OUT,
output wire                        CMP_Flag
);
wire                  CMP_enable ;
wire                  Shift_enable ;
wire                  Logic_enable ;
wire                  Arith_enable ;
Decoder U0 (
.IN(ALU_FUNC[3:2]),
.OUT({Shift_enable,CMP_enable,Logic_enable,Arith_enable})
);
ARITHMETIC_UNIT # ( .IN_DATA_WIDTH(OP_DATA_WIDTH), .OUT_DATA_WIDTH(Arith_OUT_WIDTH)) U0_ARITHMETIC_UNIT (
.A(A),
.B(B),
.ALU_FUNC(ALU_FUNC[1:0]),
.CLK(CLK),
.RST(RST),
.Arith_enable(Arith_enable),
.Arith_OUT(Arith_OUT),
.Carry_OUT(Carry_OUT),
.Arith_Flag(Arith_Flag)
);
LOGIC_UNIT # ( .IN_DATA_WIDTH(OP_DATA_WIDTH), .OUT_DATA_WIDTH(Logic_OUT_WIDTH)) U0_LOGIC_UNIT (
.A(A),
.B(B),
.ALU_FUNC(ALU_FUNC[1:0]),
.CLK(CLK),
.RST(RST),
.Logic_enable(Logic_enable),
.Logic_OUT(Logic_OUT),
.Logic_Flag(Logic_Flag)
);
SHIFT_UNIT # ( .IN_DATA_WIDTH(OP_DATA_WIDTH), .OUT_DATA_WIDTH(Shift_OUT_WIDTH)) U0_SHIFT_UNIT (
.A(A),
.B(B),
.ALU_FUNC(ALU_FUNC[1:0]),
.CLK(CLK),
.RST(RST),
.Shift_enable(Shift_enable),
.Shift_OUT(Shift_OUT),
.Shift_Flag(Shift_Flag)
);
CMP_UNIT # ( .IN_DATA_WIDTH(OP_DATA_WIDTH), .OUT_DATA_WIDTH(CMP_OUT_WIDTH)) U0_CMP_UNIT (
.A(A),
.B(B),
.ALU_FUNC(ALU_FUNC[1:0]),
.CLK(CLK),
.RST(RST),
.CMP_enable(CMP_enable),
.CMP_OUT(CMP_OUT),
.CMP_Flag(CMP_Flag)
);
endmodule
module ARITHMETIC_UNIT 
#( parameter IN_DATA_WIDTH = 16,
             OUT_DATA_WIDTH = 32
)
(
input  wire [IN_DATA_WIDTH-1:0]   A   ,
input  wire [IN_DATA_WIDTH-1:0]   B   ,
input  wire [1:0]                 ALU_FUNC ,
input  wire                       CLK ,
input  wire                       RST ,
input  wire                       Arith_enable ,
output reg                        Carry_OUT,
output reg [OUT_DATA_WIDTH-1:0]   Arith_OUT,
output reg                        Arith_Flag
);
reg [OUT_DATA_WIDTH-1:0]  Arith_OUT_comb  ;
reg                       Arith_Flag_comb ;
wire                      Carry_OUT_comb  ;
always @ (posedge CLK or negedge RST)
 begin 
  if(!RST)
   begin
    Arith_OUT  <= 'b0 ;
    Carry_OUT  <= 'b0 ;
    Arith_Flag <= 'b0;
   end
  else
   begin
    Arith_OUT <= Arith_OUT_comb ;
    Carry_OUT <= Carry_OUT_comb ;
    Arith_Flag <= Arith_Flag_comb ;
   end
 end
always @ (*)
 begin 
    Arith_OUT_comb = 1'b0 ;
    Arith_Flag_comb = 1'b0 ;
	if(Arith_enable)
      case (ALU_FUNC)
      2'b00 : begin
              Arith_OUT_comb = A + B ;
              Arith_Flag_comb = 1'b1 ;              
		      end
      2'b01 : begin
              Arith_OUT_comb = A - B ;
              Arith_Flag_comb = 1'b1 ;           
		      end
      2'b10 : begin
              Arith_OUT_comb = A * B ;
              Arith_Flag_comb = 1'b1 ;           
		      end
      2'b11 : begin
              Arith_OUT_comb = A / B ;
              Arith_Flag_comb = 1'b1 ;           
		      end
      endcase
	else
	 begin
      Arith_OUT_comb = 'b0 ;
      Arith_Flag_comb = 1'b0 ;
     end
 end
assign Carry_OUT_comb = Arith_OUT_comb [IN_DATA_WIDTH] ;
 endmodule
module CMP_UNIT #( parameter IN_DATA_WIDTH  = 16, OUT_DATA_WIDTH = 3 ) 
(
input  wire [IN_DATA_WIDTH-1:0]   A   ,
input  wire [IN_DATA_WIDTH-1:0]   B   ,
input  wire [1:0]                 ALU_FUNC ,
input  wire                       CLK ,
input  wire                       RST ,
input  wire                       CMP_enable ,
output reg  [OUT_DATA_WIDTH-1:0]  CMP_OUT ,
output reg                        CMP_Flag
);
reg [OUT_DATA_WIDTH-1:0]  CMP_OUT_comb  ;
reg                       CMP_Flag_comb ;
always @ (posedge CLK or negedge RST)
 begin 
  if(!RST)
   begin
    CMP_OUT  <= 'b0 ;
    CMP_Flag <= 'b0 ;
   end
  else
   begin
    CMP_OUT  <= CMP_OUT_comb ;
    CMP_Flag <= CMP_Flag_comb ;
   end
 end
always @ (*)
 begin 
    CMP_OUT_comb = 1'b0 ;
    CMP_Flag_comb = 1'b0 ;
	if(CMP_enable)
      case (ALU_FUNC)
      2'b00 : begin
              CMP_OUT_comb = 'b0  ;
              CMP_Flag_comb = 1'b1 ;              
		      end
      2'b01 : begin
              CMP_Flag_comb = 1'b1 ;  
              if (A==B)
                CMP_OUT_comb = 'b1;
              else
                CMP_OUT_comb = 'b0;			  
		      end
      2'b10 : begin
              CMP_Flag_comb = 1'b1 ;  
              if (A>B)
                CMP_OUT_comb = 'b10;
              else
                CMP_OUT_comb = 'b0;			  
		      end
      2'b11 : begin
              CMP_Flag_comb = 1'b1 ; 
              if (A<B)
                CMP_OUT_comb = 'b11;
              else
                CMP_OUT_comb = 'b0;			  
		      end
      endcase
	else
	 begin
      CMP_OUT_comb = 'b0 ;
      CMP_Flag_comb = 1'b0 ;
     end
 end
 endmodule
module Decoder (
input  wire [1:0] IN ,
output reg  [3:0] OUT
);
always @(*)
  begin
  OUT = 4'b0000 ;
    case (IN)
     2'b00 : OUT = 4'b0001 ;
     2'b01 : OUT = 4'b0010 ;          
     2'b10 : OUT = 4'b0100 ;     
     2'b11 : OUT = 4'b1000 ;     
   endcase
 end 
 endmodule
module LOGIC_UNIT 
#( parameter IN_DATA_WIDTH = 16 ,
             OUT_DATA_WIDTH = 16
)
(
input  wire [IN_DATA_WIDTH-1:0]  A   ,
input  wire [IN_DATA_WIDTH-1:0]  B   ,
input  wire [1:0]                ALU_FUNC ,
input  wire                      CLK ,
input  wire                      RST ,
input  wire                      Logic_enable ,
output reg [OUT_DATA_WIDTH-1:0]  Logic_OUT,
output reg                       Logic_Flag
);
reg [OUT_DATA_WIDTH-1:0]  Logic_OUT_comb  ;
reg                       Logic_Flag_comb ;
always @ (posedge CLK or negedge RST)
 begin 
  if(!RST)
   begin
    Logic_OUT  <= 'b0 ;
    Logic_Flag <= 'b0 ;
   end
  else
   begin
    Logic_OUT  <= Logic_OUT_comb ;
    Logic_Flag <= Logic_Flag_comb ;
   end
 end
always @ (*)
 begin 
    Logic_OUT_comb = 1'b0 ;
    Logic_Flag_comb = 1'b0 ;
	if(Logic_enable)
      case (ALU_FUNC)
      2'b00 : begin
              Logic_OUT_comb = A & B ;
              Logic_Flag_comb = 1'b1 ;              
		      end
      2'b01 : begin
              Logic_OUT_comb = A | B ;
              Logic_Flag_comb = 1'b1 ;           
		      end
      2'b10 : begin
              Logic_OUT_comb = ~(A & B) ;
              Logic_Flag_comb = 1'b1 ;           
		      end
      2'b11 : begin
              Logic_OUT_comb = ~(A | B) ;
              Logic_Flag_comb = 1'b1 ;           
		      end
      endcase
	else
	 begin
      Logic_OUT_comb = 1'b0 ;
      Logic_Flag_comb = 1'b0 ;
     end
 end
 endmodule
module SHIFT_UNIT 
#( parameter IN_DATA_WIDTH = 16 ,
             OUT_DATA_WIDTH = 16
)
(
input  wire [IN_DATA_WIDTH-1:0]  A   ,
input  wire [IN_DATA_WIDTH-1:0]  B   ,
input  wire [1:0]                ALU_FUNC ,
input  wire                      CLK ,
input  wire                      RST ,
input  wire                      Shift_enable ,
output reg  [OUT_DATA_WIDTH-1:0] Shift_OUT,
output reg                       Shift_Flag
);
reg [OUT_DATA_WIDTH-1:0]  Shift_OUT_comb  ;
reg                       Shift_Flag_comb ;
always @ (posedge CLK or negedge RST)
 begin 
  if(!RST)
   begin
    Shift_OUT  <= 'b0 ;
    Shift_Flag <= 'b0 ;
   end
  else
   begin
    Shift_OUT  <= Shift_OUT_comb ;
    Shift_Flag <= Shift_Flag_comb ;
   end
 end
always @ (*)
 begin 
    Shift_OUT_comb = 1'b0 ;
    Shift_Flag_comb = 1'b0 ;
	if(Shift_enable)
      case (ALU_FUNC)
      2'b00 : begin
              Shift_OUT_comb = A >> 1  ;
              Shift_Flag_comb = 1'b1 ;              
		      end
      2'b01 : begin
              Shift_OUT_comb = A << 1 ;
              Shift_Flag_comb = 1'b1 ;           
		      end
      2'b10 : begin
              Shift_OUT_comb = B >> 1 ;
              Shift_Flag_comb = 1'b1 ;           
		      end
      2'b11 : begin
              Shift_OUT_comb = B << 1 ;
              Shift_Flag_comb = 1'b1 ;           
		      end
      endcase
	else
	 begin
      Shift_OUT_comb = 'b0 ;
      Shift_Flag_comb = 1'b0 ;
     end
 end
 endmodule
==> impl_results.html <==
<p>Metrics extracted from the flow reports.</p>
<table>
<tr><th>Metric</th><th>Value</th></tr>
<tr><th colspan="2">Place</th></tr>
<tr><td>Detailed Place HPWL</td><td>107000 um</td></tr>
<tr><td>RD Place Congestion</td><td>1.02</td></tr>
<tr><td>IO buf count</td><td>108</td></tr>
<tr><td>Total placed cells including tap cells</td><td>7380</td></tr>
<tr><td>Post-Place Cell Area</td><td>50800 um^2</td></tr>
<tr><th colspan="2">Outcome</th></tr>
<tr><td>Violations in the final reports</td><td>hold timing, setup timing</td></tr>
<tr><td>Result of the run</td><td>finished with violations</td></tr>
<tr><th colspan="2">Drt</th></tr>
<tr><td>Number of nets with antenna violations after routing</td><td>0</td></tr>
<tr><td>DRT iter0 DRCs</td><td>2772</td></tr>
<tr><td>Number of vias per cell after detailed routing</td><td>5.53</td></tr>
<tr><td>Wirelength per Cell</td><td>18.7 um</td></tr>
<tr><td>Via count</td><td>44095</td></tr>
<tr><td>Drt total wl</td><td>149000 um</td></tr>
<tr><td>Number of detailed-routing iterations run before antenna repair</td><td>6</td></tr>
<tr><td>Residual DRC</td><td>0</td></tr>
<tr><th colspan="2">Layout</th></tr>
<tr><td>Signed area change from the synthesized netlist to the final layout</td><td>68.2%</td></tr>
<tr><td>Fraction of layout instances using a drive strength above 1</td><td>45.1%</td></tr>
<tr><td>Final std cells w/o fill</td><td>7973</td></tr>
<tr><td>Area of all placed cells without fillers</td><td>58700 um^2</td></tr>
<tr><th colspan="2">Floorplanning</th></tr>
<tr><td>Area of the core</td><td>85800 um^2</td></tr>
<tr><td>Pre-placement core utilization</td><td>40.7%</td></tr>
<tr><td>Die height</td><td>297 um</td></tr>
<tr><td>Cell Rows</td><td>107</td></tr>
<tr><td>IO Count</td><td>110</td></tr>
<tr><td>Die Span X</td><td>297 um</td></tr>
<tr><td>Die area</td><td>88400 um^2</td></tr>
<tr><th colspan="2">Timing</th></tr>
<tr><td>Final worst hold slack</td><td>-240 ps</td></tr>
<tr><td>Final min period</td><td>74320 ps</td></tr>
<tr><td>Min setup slack post-route</td><td>-73320 ps</td></tr>
<tr><td>Count of final hold-check violations</td><td>70</td></tr>
<tr><td>Normalized max-slew margin</td><td>35.2%</td></tr>
<tr><td>Highest clock frequency the design can meet</td><td>0.0135 GHz</td></tr>
<tr><td>Setup TNS Final</td><td>-962410 ps</td></tr>
<tr><td>Final slew viol count</td><td>0</td></tr>
<tr><td>Setup repair after global routing missed its margin</td><td>true</td></tr>
<tr><td>Period utilisation layout</td><td>7430%</td></tr>
<tr><td>Setup violation total in the final timing report</td><td>135</td></tr>
<tr><td>Pin slew with the least headroom to its limit</td><td>968 ps</td></tr>
<tr><th colspan="2">Yosys</th></tr>
<tr><td>YS warnings</td><td>5</td></tr>
<tr><td>Gate Count Post-Synth</td><td>4604</td></tr>
<tr><td>Avg Cell Area, Syn</td><td>7.58 um^2</td></tr>
<tr><td>Cells in synth_stat.txt</td><td>4604</td></tr>
<tr><td>Proportion of synthesized chip area in sequential cells</td><td>5.02%</td></tr>
<tr><td>Synthesized chip area reported by yosys</td><td>34900 um^2</td></tr>
<tr><td>Distinct cells, synth</td><td>124</td></tr>
<tr><td>Fraction of registers with async set or reset after synthesis</td><td>100%</td></tr>
<tr><td>Synthesized registers</td><td>70</td></tr>
<tr><td>Post-synth top area cell</td><td>ha_1</td></tr>
<tr><td>Number of enable-type register cells in the synthesized netlist</td><td>0</td></tr>
<tr><td>Top-area cell share</td><td>19.6%</td></tr>
<tr><td>Netlist Area Pre-Place</td><td>34900 um^2</td></tr>
<tr><td>Most common reg cell</td><td>dfrtp_1</td></tr>
<tr><td>Leading post-synthesis cells by cell area</td><td>ha_1 (20%), fa_1 (11%), nor2_1 (5.1%), nand2_1 (5.1%), dfrtp_1 (5.0%)</td></tr>
<tr><th colspan="2">Worst setup path</th></tr>
<tr><td>Most frequent cell on the critical path</td><td>o21a_1</td></tr>
<tr><td>Startpoint Class</td><td>primary input</td></tr>
<tr><td>Slowest cell on the critical path</td><td>or4_4</td></tr>
<tr><td>Worst Path Class, Setup</td><td>in2reg</td></tr>
<tr><td>Data arrival, critical path</td><td>74580 ps</td></tr>
<tr><td>Crit path DRT</td><td>1260 ps</td></tr>
<tr><td>Slowest cell delay on critical path</td><td>570 ps</td></tr>
<tr><td>Critical path's top delay family</td><td>AND-OR/OR-AND gates</td></tr>
<tr><td>Capturing element type of the critical path</td><td>register</td></tr>
<tr><td>Max FO, Critical Path</td><td>8</td></tr>
<tr><td>WP buf/inv</td><td>102</td></tr>
<tr><th colspan="2">Global routing</th></tr>
<tr><td>Layer with the highest usage</td><td>met2</td></tr>
<tr><td>GRT overflow</td><td>0</td></tr>
<tr><td>Initial antenna violation count</td><td>5</td></tr>
<tr><td>Global-route wire length before repair</td><td>226000 um</td></tr>
<tr><td>Met2 Use GR</td><td>51.2%</td></tr>
<tr><td>Met3 layer usage reported by global route</td><td>6.89%</td></tr>
<tr><td>Number of global-route vias before repair</td><td>42033</td></tr>
<tr><td>Global Route met1 Usage</td><td>46.0%</td></tr>
<tr><td>GR Util All Layers</td><td>32.8%</td></tr>
<tr><td>Maximum number of pins on one net before global-route repair</td><td>40</td></tr>
<tr><th colspan="2">Job</th></tr>
<tr><td>OpenROAD warning count</td><td>65</td></tr>
<tr><td>Maximum Capacitance Violations</td><td>0</td></tr>
<tr><th colspan="2">Clock network</th></tr>
<tr><td>Worst-path clk slew</td><td>70 ps</td></tr>
<tr><td>Clk root buf</td><td>clkbuf_16</td></tr>
<tr><td>Number of buffers created by CTS</td><td>9</td></tr>
<tr><td>Clock tree buffer depth</td><td>2</td></tr>
<tr><td>Clk sink count</td><td>70</td></tr>
<tr><td>Clock tree from TritonCTS</td><td>built</td></tr>
<tr><td>Deepest level of the CTS H-tree</td><td>3</td></tr>
<tr><th colspan="2">Hold path</th></tr>
<tr><td>Worst hold path type</td><td>in2async</td></tr>
</table>
==> through the flow <==
step / utilization [%] / setup WS [ps]
3_5_place_dp: 59.2 / -74970
6_report: 68.4 / -73320
5_1_grt: 68.4 / -77030
2_1_floorplan: - / -76430
3_3_place_gp: 59.2 / -73830
4_1_cts: 65.7 / -71480
==> layer usage <==
| metal | routed length, um | vias up |
|---|---|---|
| met5 | 44 | - |
| met4 | 6620 | 6 |
| met3 | 13000 | 406 |
| met2 | 64500 | 1752 |
| met1 | 64500 | 20851 |
| li1 | - | 21080 |
==> layout by cell type (no fill, tap or decap), types with 44 or more instances in the layout <==
master / netlist / final
a21o_1: 93 / 90
buf_4: 14 / 2057
mux2_2: 70 / 61
o31ai_1: 118 / 96
or2_2: 51 / 45
ha_4: 0 / 66
dfrtp_1: 70 / 68
nand2_1: 475 / 427
o21ai_0: 163 / 100
a21oi_2: 1 / 70
o21ai_2: 9 / 47
o21a_1: 183 / 181
buf_6: 3 / 113
xor2_1: 86 / 83
xnor2_1: 184 / 180
nor3_1: 219 / 201
inv_1: 345 / 310
a21oi_1: 300 / 211
nand3_1: 62 / 52
fa_1: 196 / 196
o211ai_1: 44 / 44
nor2_1: 478 / 411
ha_1: 546 / 461
buf_12: 0 / 51
==> cell families after synthesis <==
group / Yosys count / synth area share, %
other: 1 / 0.0107
AND-OR/OR-AND: 1265 / 25.1
multiplexers: 131 / 4.79
flip-flops: 70 / 5.02
buffers and inverters: 518 / 5.84
XOR/XNOR: 271 / 6.82
AND/OR/NAND/NOR: 1605 / 21.6
adder cells (fa/ha/maj): 743 / 30.8
==> final cells by class <==
cell class                      count  area [um^2]
Antenna cell                        1         2.50
Clock buffer                        9          225
Clock inverter                      7         61.3
Fill cell                        6097        27100
Inverter                          353         1460
Multi-Input combinational cell   4035        34600
Sequential cell                    70         1750
Tap cell                         1144         1430
Timing Repair Buffer             2354        19200
==> timing repair <==
action                                 in CTS  in global routing
cloned                                      9                  2
resized                                   538                388
pin swaps                                 209                186
buffers inserted                          437                140
setup endpoints to repair                 137                138
endpoints found under the hold margin      70                 70
==> state kept, by name (all words and copies together), names as in the netlist <==
signal,cells
U0_ARITHMETIC_UNIT.Arith_OUT,32
U0_CMP_UNIT.CMP_Flag,1
U0_SHIFT_UNIT.Shift_OUT,16
U0_CMP_UNIT.CMP_OUT,2
U0_LOGIC_UNIT.Logic_OUT,16
U0_LOGIC_UNIT.Logic_Flag,1
U0_SHIFT_UNIT.Shift_Flag,1
U0_ARITHMETIC_UNIT.Arith_Flag,1
==> worst max-delay path by stage <==
stage / startpoint / endpoint / slack [ps] / cells after the start
after CTS: B[8] / U0_ARITHMETIC_UNIT.Arith_OUT[0] / -71480 / 413
after global routing: B[8] / U0_ARITHMETIC_UNIT.Arith_OUT[0] / -77030 / 435
final: B[8] / U0_ARITHMETIC_UNIT.Arith_OUT[0] / -73320 / 450
==> synth_stat cells (all sizes together), types with 28 or more instances <==
| master | number |
|---|---|
| nor2 | 478 |
| clkbuf | 116 |
| ha | 546 |
| xnor2 | 184 |
| nor3 | 223 |
| nor4 | 29 |
| fa | 196 |
| o21ai | 188 |
| o211ai | 47 |
| xor2 | 87 |
| nand2b | 36 |
| o31ai | 120 |
| mux2 | 74 |
| a21o | 93 |
| buf | 49 |
| dfrtp | 70 |
| nand2 | 478 |
| nor2b | 43 |
| nand4 | 34 |
| or3 | 43 |
| a21oi | 302 |
| o21bai | 35 |
| mux2i | 39 |
| or2 | 53 |
| inv | 347 |
| a211oi | 48 |
| nand3 | 64 |
| and3 | 28 |
| a31oi | 30 |
| o21a | 183 |
| and2 | 48 |
