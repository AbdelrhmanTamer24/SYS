===== design/flow/design.v =====
module Async_fifo #(
  parameter D_SIZE = 16 ,                          
  parameter F_DEPTH = 8  ,                         
  parameter P_SIZE = 4                             
)
 (
   input                    i_w_clk,               
   input                    i_w_rstn,              
   input                    i_w_inc,               
   input                    i_r_clk,               
   input                    i_r_rstn,              
   input                    i_r_inc,               
   input   [D_SIZE-1:0]     i_w_data,              
   output  [D_SIZE-1:0]     o_r_data,              
   output                   o_full,                
   output                   o_empty                
);
wire [P_SIZE-2:0] r_addr , w_addr ;
wire [P_SIZE-1:0] w2r_ptr , r2w_ptr ;
wire [P_SIZE-1:0] gray_w_ptr , gray_rd_ptr ;
fifo_mem #(.F_DEPTH(F_DEPTH), .D_SIZE(D_SIZE), .P_SIZE(P_SIZE) ) 
u_fifo_mem (
.w_clk(i_w_clk),              
.w_rstn(i_w_rstn),
.w_inc(i_w_inc),                             
.w_full(o_full),              
.w_addr(w_addr),            
.r_addr(r_addr),
.w_data(i_w_data),                        
.r_data(o_r_data)
); 
fifo_rd # (.P_SIZE(P_SIZE)) u_fifo_rd (
.r_clk(i_r_clk),              
.r_rstn(i_r_rstn),             
.r_inc(i_r_inc),              
.sync_wr_ptr(w2r_ptr),                
.rd_addr(r_addr),            
.gray_rd_ptr(gray_rd_ptr),        
.empty(o_empty)
);
BIT_SYNC #(.NUM_STAGES(2) , .BUS_WIDTH(P_SIZE)) u_w2r_sync (
.CLK(i_r_clk) ,
.RST(i_r_rstn) ,
.ASYNC(gray_w_ptr) ,
.SYNC(w2r_ptr)
);
fifo_wr # (.P_SIZE(P_SIZE)) u_fifo_wr (            
.w_clk(i_w_clk),              
.w_rstn(i_w_rstn),             
.w_inc(i_w_inc),            
.sync_rd_ptr(r2w_ptr),                
.w_addr(w_addr),            
.gray_w_ptr(gray_w_ptr),        
.full(o_full)
);               
BIT_SYNC #(.NUM_STAGES(2) , .BUS_WIDTH(P_SIZE)) u_r2w_sync
(
.CLK(i_w_clk) ,
.RST(i_w_rstn) ,
.ASYNC(gray_rd_ptr) ,
.SYNC(r2w_ptr)
);
endmodule
module BIT_SYNC # ( 
   parameter NUM_STAGES = 2 ,
	 parameter BUS_WIDTH = 1 
)(
input    wire                      CLK,
input    wire                      RST,
input    wire    [BUS_WIDTH-1:0]   ASYNC,
output   reg     [BUS_WIDTH-1:0]   SYNC
);
reg   [NUM_STAGES-1:0] sync_reg [BUS_WIDTH-1:0] ;
integer  I ;
always @(posedge CLK or negedge RST)
 begin
  if(!RST)       
   begin
     for (I=0; I<BUS_WIDTH; I=I+1)
      sync_reg[I] <= 'b0 ;
   end
  else
   begin
    for (I=0; I<BUS_WIDTH; I=I+1)
     sync_reg[I] <= {sync_reg[I][NUM_STAGES-2:0],ASYNC[I]};    
   end  
 end
always @(*)
 begin
  for (I=0; I<BUS_WIDTH; I=I+1)
    SYNC[I] = sync_reg[I][NUM_STAGES-1] ; 
 end  
endmodule
module fifo_mem #(
  parameter D_SIZE = 16 ,                        
  parameter F_DEPTH = 8 ,                        
  parameter P_SIZE = 4                           
)
  (   
   input                    w_clk,               
   input                    w_rstn,              
   input                    w_full,              
   input                    w_inc,               
   input   [P_SIZE-2:0]     w_addr,              
   input   [P_SIZE-2:0]     r_addr,              
   input   [D_SIZE-1:0]     w_data,              
   output  [D_SIZE-1:0]     r_data               
  );
reg [F_DEPTH-1:0] i ;
reg [D_SIZE-1:0] FIFO_MEM [F_DEPTH-1:0] ;
always @(posedge w_clk or negedge w_rstn)
 begin
  if(!w_rstn)
   begin 
    for(i=0;i<F_DEPTH;i=i+1) 
     FIFO_MEM[i] <= {D_SIZE{1'b0}} ;
   end
 else if (!w_full && w_inc)
    FIFO_MEM[w_addr] <= w_data ;
 end
assign r_data = FIFO_MEM[r_addr] ;
endmodule
module fifo_rd #(
  parameter P_SIZE = 4                           
)
  (
   input  wire                     r_clk,               
   input  wire                     r_rstn,              
   input  wire                     r_inc,               
   input  wire   [P_SIZE-1:0]      sync_wr_ptr,         
   output wire   [P_SIZE-2:0]      rd_addr,             
   output wire                     empty,               
   output reg    [P_SIZE-1:0]      gray_rd_ptr          
);
reg [P_SIZE-1:0]  rd_ptr ;
always @(posedge r_clk or negedge r_rstn)
 begin
  if(!r_rstn)
   begin
    rd_ptr <= 0 ;
   end
 else if (!empty && r_inc)
    rd_ptr <= rd_ptr + 1 ;
 end
assign rd_addr = rd_ptr[P_SIZE-2:0] ;
always @(posedge r_clk or negedge r_rstn)
begin
 if(!r_rstn)
   begin
    gray_rd_ptr <= 0 ;
   end
 else 
  begin
   case (rd_ptr)
   4'b0000: gray_rd_ptr <= 4'b0000 ;
   4'b0001: gray_rd_ptr <= 4'b0001 ;
   4'b0010: gray_rd_ptr <= 4'b0011 ;
   4'b0011: gray_rd_ptr <= 4'b0010 ;
   4'b0100: gray_rd_ptr <= 4'b0110 ;
   4'b0101: gray_rd_ptr <= 4'b0111 ;
   4'b0110: gray_rd_ptr <= 4'b0101 ;
   4'b0111: gray_rd_ptr <= 4'b0100 ;
   4'b1000: gray_rd_ptr <= 4'b1100 ;
   4'b1001: gray_rd_ptr <= 4'b1101 ;
   4'b1010: gray_rd_ptr <= 4'b1111 ;
   4'b1011: gray_rd_ptr <= 4'b1110 ;
   4'b1100: gray_rd_ptr <= 4'b1010 ;
   4'b1101: gray_rd_ptr <= 4'b1011 ;
   4'b1110: gray_rd_ptr <= 4'b1001 ;
   4'b1111: gray_rd_ptr <= 4'b1000 ;
   endcase
  end
 end
assign empty = (sync_wr_ptr == gray_rd_ptr) ;
endmodule
module fifo_wr #(
  parameter P_SIZE = 4                           
)
  (
   input  wire                    w_clk,               
   input  wire                    w_rstn,              
   input  wire                    w_inc,               
   input  wire  [P_SIZE-1:0]      sync_rd_ptr,         
   output wire  [P_SIZE-2:0]      w_addr,              
   output reg   [P_SIZE-1:0]      gray_w_ptr,          
   output wire                    full                 
);
reg [P_SIZE-1:0]  w_ptr ;
always @(posedge w_clk or negedge w_rstn)
 begin
  if(!w_rstn)
   begin
    w_ptr <= 0 ;
   end
 else if (!full && w_inc)
    w_ptr <= w_ptr + 1 ;
 end
assign w_addr = w_ptr[P_SIZE-2:0] ;
always @(posedge w_clk or negedge w_rstn)
 begin
  if(!w_rstn)
   begin
    gray_w_ptr <= 0 ;
   end
 else
  begin
   case (w_ptr)
   4'b0000: gray_w_ptr <= 4'b0000 ;
   4'b0001: gray_w_ptr <= 4'b0001 ;
   4'b0010: gray_w_ptr <= 4'b0011 ;
   4'b0011: gray_w_ptr <= 4'b0010 ;
   4'b0100: gray_w_ptr <= 4'b0110 ;
   4'b0101: gray_w_ptr <= 4'b0111 ;
   4'b0110: gray_w_ptr <= 4'b0101 ;
   4'b0111: gray_w_ptr <= 4'b0100 ;
   4'b1000: gray_w_ptr <= 4'b1100 ;
   4'b1001: gray_w_ptr <= 4'b1101 ;
   4'b1010: gray_w_ptr <= 4'b1111 ;
   4'b1011: gray_w_ptr <= 4'b1110 ;
   4'b1100: gray_w_ptr <= 4'b1010 ;
   4'b1101: gray_w_ptr <= 4'b1011 ;
   4'b1110: gray_w_ptr <= 4'b1001 ;
   4'b1111: gray_w_ptr <= 4'b1000 ;
   endcase
  end
 end
assign full = (sync_rd_ptr[P_SIZE-1]!= gray_w_ptr[P_SIZE-1] 
  && sync_rd_ptr[P_SIZE-2]!= gray_w_ptr[P_SIZE-2] 
  && sync_rd_ptr[P_SIZE-3:0] == gray_w_ptr[P_SIZE-3:0]) ;
endmodule

===== design/flow/run.sh =====
#!/bin/bash
# OpenROAD 26Q1-2900-gdf79404cd8, Yosys 0.63+post, stock flow scripts
make -C /OpenROAD-flow-scripts/flow DESIGN_CONFIG=/design/flow/config.mk WORK_HOME=/design/flow/orfs finish

===== design/flow/config.mk =====
export PLATFORM = sky130hd
export DESIGN_NAME = Async_fifo
export DESIGN_NICKNAME = Async_fifo
export VERILOG_FILES = /design/flow/design.v
export SDC_FILE = /design/flow/constraint.sdc
export NUM_CORES = 4
export LEC_CHECK = 1
export CORE_UTILIZATION = 40

===== design/flow/constraint.sdc =====
current_design Async_fifo

set clk_period 2.8
set clk_io_pct 0.2

create_clock -name clk0 -period $clk_period [get_ports {i_r_clk}]
create_clock -name clk1 -period $clk_period [get_ports {i_w_clk}]

set non_clock_inputs [all_inputs -no_clocks]
set_input_delay [expr $clk_period * $clk_io_pct] -clock clk0 $non_clock_inputs
set_output_delay [expr $clk_period * $clk_io_pct] -clock clk0 [all_outputs]

==> impl_summary.log <==
[flow] collecting metrics
[metrics] number of I/O port buffers: 38
[metrics] post-synthesis chip area from yosys: slightly above 0.007 mm^2
[metrics] IR Drop Worst-Case VDD: 683 uV
[metrics] setup violators final: 3
[metrics] actual transition at the worst max-transition pin: approximately 0.85 ns
[metrics] violations in the final reports: negative setup slack
[metrics] Post-Syn Area: 0.00708 mm^2
[metrics] worst endpoint required time: 2.24 ns
[metrics] Finished Layout Cells: 792
[metrics] Largest register FFs: 128
[metrics] # clock sinks: around 160
[metrics] total core area: approximately 0.017 mm^2
[metrics] setup slack of the critical path after layout: -0.177 ns
[metrics] outcome: finished, violations left
[metrics] global-route wire length before repair: ~25 mm
[metrics] CP Capture Type: output port
[metrics] Yosys warnings: 6
[metrics] first-iteration detailed-routing DRC count: about 270
[metrics] Syn Inst Count: a little under 500
[metrics] GRT Overall Usage: 19.2%
[metrics] Worst Clk Skew: between 0.007 and 0.008 ns
[metrics] Via-to-Cell Ratio: 5.43
[metrics] RSZ-0062 raised after global routing: true
[metrics] overall die area: 0.0182 mm^2
[metrics] final weighted congestion of routability-driven global placement: slightly above 0.8
[metrics] Cell variety after synth: 35
[metrics] Congestion Overflow GR: 0
[metrics] height of the chip: 135 um
[metrics] routed via count: 4298
[metrics] share of the core filled by cells before placement: between 40% and 50%
[metrics] Tightest Hold Check Type: input port to asynchronous set/reset pin
[metrics] max-slew violation count: 0
[metrics] Maximum Capacitance Violations: 0
[metrics] Detail Placement HPWL: approximately 9.8 mm
[metrics] kind of launch point of the worst setup path: flop
[metrics] cell row count: 48
[metrics] worst hold margin: ~0.17 ns
[metrics] number of standard cells reported by yosys: approximately 490
[metrics] signed area change from the synthesized netlist to the final layout: 24.2%
[metrics] largest net degree at the start of global routing: 80
[metrics] critical path data arrival time: 2.42 ns
[metrics] Rel. slew slack: a little over two fifths
[metrics] number of buffers added to fix hold violations after cts: 0
[metrics] Post-Place Worst Slack: -0.114 ns
[metrics] layout filler cell count: 1436
[metrics] CTS clock-pin slew for the worst setup and hold paths: 0.05 ns
[metrics] sequential share of the synthesized area: between 50% and 60%
[metrics] number of antenna diodes: 0
[metrics] fraction of layout cells with a size suffix above 1: a little under half
[metrics] drt total wl: 16.0 mm
[metrics] ANT nets after route: 0
[metrics] Leakage: roughly 3.9 nW
[metrics] power per cell area: 1300 mW/mm^2
[metrics] Setup Crit Path Kind: flop to output port
[metrics] CTS tree: done
[metrics] highest fanout seen on the critical path: 12
[metrics] number of warning messages in the logs: 38
[metrics] via count of the first global-routing pass: 4401
[metrics] number of register bits inferred by synthesis: approximately 160
[metrics] count of final hold-check violations: 0
[metrics] initial antenna violation count: 0
[metrics] synthesized area per cell: 14.6 um^2
[metrics] Horiz. Die Dim: 135 um
[metrics] Pre-antenna DRT Iters: 5
[metrics] number of primary I/O pins: 40
[metrics] remaining design rule violation count: 0
[metrics] Cells after DPL: 744
[metrics] routed wirelength normalized by instance count: 20.2 um
## where the power goes
part / switching, mW / leakage, nW / total [mW] / internal [mW]
Combinational: 1.97 / 1.66 / 4.82 / 2.85
Clock: 0.923 / 0.307 / 2.40 / 1.48
Sequential: 0.685 / 1.92 / 4.18 / 3.50
Total: 3.58 / 3.88 / 11.4 / 7.83
## worst max-delay path, stage by stage, from the launching register on
cell and delay [ns]:
sky130_fd_sc_hd__dfrtp_2 0.44, sky130_fd_sc_hd__inv_2 0.09, sky130_fd_sc_hd__ha_4 0.17, sky130_fd_sc_hd__nor2b_4 0.13, sky130_fd_sc_hd__or4_4 0.49, sky130_fd_sc_hd__buf_12 0.19
sky130_fd_sc_hd__mux2_2 0.22, sky130_fd_sc_hd__clkdlybuf4s50_1 0.45
## logic make-up (layout without fill, tap and decap cells)
| logic type | Yosys count | in the layout | synth area share (%) |
|---|---|---|---|
| and+or+nand+nor | 49 | 49 | 4.14 |
| muxes | 148 | 148 | 24.6 |
| xor gates and xnor gates | 14 | 14 | 1.73 |
| AOI/OAI and AO/OA | 59 | 59 | 6.99 |
| buffers and inverters | 40 | 121 | 3.11 |
| DFF | 160 | 160 | 56.6 |
| adders and majority gates | 16 | 16 | 2.83 |
## metal layers
| layer | vias up | share of wire [%] | track usage [%] |
|---|---|---|---|
| met5 | - | 0 | 0 |
| met4 | 0 | 1.8 | 2.68 |
| met3 | 18 | 3.6 | 3.64 |
| met2 | 71 | 48 | 29.3 |
| met1 | 2274 | 47 | 30.7 |
| li1 | 1935 | - | - |
## placed cells by master, fill, tap and decap left out, drive strengths merged, types with 3 or more instances in the layout
| cell type | count |
|---|---|
| a22o | 7 |
| mux2 | 148 |
| ha | 16 |
| a222oi | 12 |
| buf | 39 |
| inv | 8 |
| nor2 | 5 |
| a21oi | 4 |
| nand4 | 10 |
| nor3b | 3 |
| clkbuf | 29 |
| nand3 | 5 |
| o21ai | 7 |
| o21a | 6 |
| dlymetal6s2s | 12 |
| clkinvlp | 3 |
| xnor2 | 5 |
| clkinv | 5 |
| dfrtp | 160 |
| clkdlybuf4s50 | 24 |
| a22oi | 6 |
| a221oi | 14 |
| nand2 | 18 |
| xor2 | 9 |
## cells in the mapped netlist
cell	count	area share [%]
sky130_fd_sc_hd__nand2_1	18	0.95
sky130_fd_sc_hd__dfrtp_1	160	57
sky130_fd_sc_hd__a221oi_1	14	1.7
sky130_fd_sc_hd__nor4_1	1	0.088
sky130_fd_sc_hd__nand3_1	5	0.35
sky130_fd_sc_hd__a21oi_1	4	0.28
sky130_fd_sc_hd__nand4_1	7	0.62
sky130_fd_sc_hd__inv_1	8	0.42
sky130_fd_sc_hd__o21ai_0	7	0.50
sky130_fd_sc_hd__mux2_2	123	20
sky130_fd_sc_hd__nor2_1	5	0.27
sky130_fd_sc_hd__ha_1	16	2.8
sky130_fd_sc_hd__xor2_1	9	1.1
sky130_fd_sc_hd__o41ai_4	1	0.39
sky130_fd_sc_hd__or4_1	2	0.21
sky130_fd_sc_hd__a222oi_1	12	1.7
sky130_fd_sc_hd__mux2_1	5	0.80
sky130_fd_sc_hd__and3_4	2	0.32
sky130_fd_sc_hd__o41ai_1	1	0.12
sky130_fd_sc_hd__mux2_4	20	4.2
sky130_fd_sc_hd__and2_1	1	0.088
sky130_fd_sc_hd__buf_12	2	0.57
sky130_fd_sc_hd__buf_6	3	0.48
sky130_fd_sc_hd__buf_2	3	0.21
sky130_fd_sc_hd__nand4_2	3	0.53
sky130_fd_sc_hd__nor3b_2	3	0.53
sky130_fd_sc_hd__buf_1	2	0.11
sky130_fd_sc_hd__xnor2_1	5	0.62
sky130_fd_sc_hd__clkbuf_1	19	1.0
sky130_fd_sc_hd__a22o_1	7	0.87
sky130_fd_sc_hd__buf_4	3	0.32
sky130_fd_sc_hd__nor2b_1	2	0.18
sky130_fd_sc_hd__a22oi_1	6	0.64
sky130_fd_sc_hd__o21a_1	6	0.64
sky130_fd_sc_hd__a32oi_1	1	0.12
## stage by stage
step	TNS, ns	power, mW	util [%]	area, um^2
6_report	-0.443	11.4	50.8	8790
5_1_grt	-0.726	12.2	50.8	8790
4_1_cts	-2.48	11.2	49.3	8530
3_5_place_dp	-0.961	8.45	45.0	7790
3_3_place_gp	-0.383	8.36	45.0	7790
2_1_floorplan	0	6.76	-	7080
## area by class of cell
class | instances | area, um^2 | share of cell area (%)
multi-input combinational | 286 | 3040 | 34.5
sequential | 160 | 4010 | 45.6
tap | 225 | 282 | 3.20
clock inverter | 9 | 85.1 | 0.968
inverter | 8 | 30.0 | 0.342
clock buffer | 27 | 557 | 6.34
timing repair buffer | 77 | 791 | 9.00
## path summary, 6_finish.rpt
kind | from | to | slack, ns | depth (start not counted)
min in group clk1 | u_fifo_rd.gray_rd_ptr[3] | u_r2w_sync.sync_reg[3][0] | 0.23 | 0
max in group asynchronous | i_r_rstn | u_fifo_rd.rd_ptr[1] | 1.55 | 1
hold / removal | i_w_rstn | u_fifo_mem.FIFO_MEM[0][2] | 0.17 | 1
hold reg to reg | u_fifo_rd.gray_rd_ptr[3] | u_r2w_sync.sync_reg[3][0] | 0.23 | 0
max in group clk1 | u_fifo_wr.gray_w_ptr[2] | u_fifo_mem.FIFO_MEM[6][5] | 0.38 | 5
setup / recovery | u_fifo_rd.rd_ptr[1] | o_r_data[8] | -0.18 | 7
min in group clk0 | u_w2r_sync.sync_reg[3][0] | u_w2r_sync.sync_reg[3][1] | 0.34 | 0
setup reg to reg | u_fifo_wr.gray_w_ptr[2] | u_fifo_mem.FIFO_MEM[6][5] | 0.38 | 5
## repair_timing
action / in CTS / in global routing
setup buffers: 4 / 7
pin swaps: 4 / 5
endpoints found under the setup margin: 17 / 17
gates cloned: 0 / 1
gates resized: 23 / 49
Power is estimated from default activity; no workload was simulated.
